==> flow/design.v <==
`timescale 1ns / 1ps
`timescale 1ns / 1ps
module decoder_3x8(
    input A,
    input B,
    input C,
    input En, 
    output [7:0]D
    ); 
    assign D[0]= En & ~A & ~B & ~C;
    assign D[1]= En & ~A & ~B & C;
    assign D[2]= En & ~A & B & ~C;
    assign D[3]= En & ~A & B & C;
    assign D[4]= En & A & ~B & ~C;
    assign D[5]= En & A & ~B & C;
    assign D[6]= En & A & B & ~C;
    assign D[7]= En & A & B & C;
endmodule
module decoder_4x16(
    input x,
    input y,
    input z,
    input w,
    output [15:0]output_D
    );
    decoder_3x8 A1(.A(x), .B(y), .C(z), .En(~w), .D(output_D[7:0]));
    decoder_3x8 A2(.A(x), .B(y), .C(z), .En(w), .D(output_D[15:8]));
endmodule
==> flow/run.sh <==
#!/bin/bash
# OpenROAD 26Q1-2900-gdf79404cd8, Yosys 0.63+post, stock flow scripts
make -C /OpenROAD-flow-scripts/flow DESIGN_CONFIG=/design/flow/config.mk WORK_HOME=/design/flow/orfs finish
==> flow/config.mk <==
export PLATFORM = sky130hd
export DESIGN_NAME = decoder_4x16
export DESIGN_NICKNAME = decoder_4x16
export VERILOG_FILES = /design/flow/design.v
export SDC_FILE = /design/flow/constraint.sdc
export NUM_CORES = 4
export LEC_CHECK = 1
export CORE_AREA = 10 10 70 70
export DIE_AREA = 0 0 80 80
==> flow/constraint.sdc <==
current_design decoder_4x16

set clk_period 1.0
set clk_io_pct 0.2

create_clock -name clk0 -period $clk_period

set non_clock_inputs [all_inputs -no_clocks]
set_input_delay [expr $clk_period * $clk_io_pct] -clock clk0 $non_clock_inputs
set_output_delay [expr $clk_period * $clk_io_pct] -clock clk0 [all_outputs]
==> results.yml <==
# implementation run metrics
run_status:
  status: "finished with violations"
  violations: "setup timing"
placement:
  place.gp.congestion: 0.613
  post-dp-hpwl_microns: 743
  place_ws_ns: -0.806
  portBuffers: 20
  placed_cells: 88
min_path:
  hold_path_end: "output_D[2]"
  hp-class: "in -> out"
  hold_start: "z"
  hold_depth: 5
yosys:
  ys_cells: 20
  top_cell_area_share_pct: 34.4
  aoi_share_pct: 0
  ys_top_cells_by_count: "4 x and4b_1, 4 x and4bb_1, 4 x buf_6, 4 x nor4b_4, 2 x and4bb_2"
  synth.distinct_cells: 7
  synth_cells: 20
  syn_area_sq_um: 277
  mux_share_pct: 0
  synth.logic.top_family: "simple AND/OR/NAND/NOR gates"
  ys_warn_count: 0
  top_area_cell: "nor4b_4"
  adder_share_pct: 0
  synth_chip_area_sq_um: 277
  simple_gate_share_pct: 83.7
  synthTopCellsByArea: "nor4b_4 34%, and4bb_1 18%, buf_6 16%, and4b_1 14%, and4bb_2 9.0%"
  xor_share_pct: 0
  ys_seq_share_pct: 0
  syn_area_per_cell_sq_um: 13.8
finish:
  clock_buffers: 0
  seqCellArea_sq_um: 0
  drive_gt1_share_pct: 83.6
  syn_to_final_growth_pct: 157
  final_cells: 101
  seq_cells: 0
  nFillCells: 377
power_and_ir_drop:
  power.density_nw_per_um2: 340
  irDropWorstVdd_mv: 0.152
  leakagePower_uw: 0.000348
die:
  coreArea_sq_um: 3420
  ios: 20
  fp-row-count: 21
  initial_utilization_pct: 8.10
  fp.dieH_microns: 80
  fp.dieW_microns: 80
  die_area_sq_um: 6400
worst_setup_path:
  crit_fanout: 6
  crit_arrival_ns: 0.93
  crit_path_start: "x"
  worstSetupStartpointType: "primary input"
  worstPathRequired_ns: 0.80
  path_class: "in -> out"
  end_kind: "output pin"
grt:
  track_usage_pct: 3.69
  grt-ovfl-total: 0
  grt_max_degree: 8
  grt_pass1_wl_mm: 1.91
  antenna_found_initial: 0
  grt_pass1_vias: 340
final_timing:
  fin_crit_ns: 1.13
  hold_violations: 0
  hold_ws_ns: 0.813
  maxSlewHeadroom_pct: 88.2
  finalClockPeriodUsage_pct: 113
  setup_viol: 11
  final.setup.worst_slack_ns: -0.126
  worst_slew_pin_slew_ns: 0.176
  rsz0062_at_grt: "true"
  drv_slew: 0
  max_freq_ghz: 0.888
job:
  maxCapViolCount: 0
  warnings: 34
routing:
  antennaDiodeCount: 0
  via_per_inst: 3.37
  antenna_left: 0
  wl_per_cell_microns: 11.9
  routed_wl_mm: 1.21
  num_vias: 340
  drt-initial-drc-count: 6
  drc_errors: 0
  first_pass_iters: 2
cts:
  cts_hold_buffers: 0
## cells by family after synthesis
group                  Yosys count
AND/OR/NAND/NOR                 16
buffers and inverters            4
## per-stage QoR
| stage | util (%) | TNS, ns | power, uW | cell area [sq um] |
|---|---|---|---|---|
| final | 20.8 | -0.852 | 241 | 711 |
| after detailed placement | 17.1 | -12.43 | 165 | 584 |
| after global placement | 17.1 | -12.39 | 164 | 584 |
| after floorplan | - | 0 | 71.6 | 277 |
| after CTS | 20.6 | -0.892 | 241 | 704 |
| after global routing | 20.8 | -1.23 | 258 | 711 |
## critical path, stage by stage
cell    delay, ns
buf_8        0.11
buf_12       0.12
buf_8        0.12
nor4_4       0.25
buf_2        0.13
## repair_timing
| action | in CTS | in global routing |
|---|---|---|
| setup endpoints to repair | 16 | 15 |
| buffers inserted | 9 | 3 |
| endpoints found under the hold margin | 0 | 0 |
| gates resized | 92 | 4 |
| cloned | 2 | 0 |
| pin swaps | 8 | 7 |
## worst max-delay path by stage
| stage | end | slack [ns] | depth (start not counted) |
|---|---|---|---|
| CTS | output_D[0] | -0.13 | 5 |
| global route | output_D[8] | -0.16 | 5 |
| finish | output_D[0] | -0.13 | 5 |
## where the power goes
part / internal (uW) / switching (uW)
clock: 0 / 0
sequential: 0 / 0
combinational: 159 / 82.0
total: 159 / 82.0
## layer usage
layer	global-route usage (%)	wire length (microns)	vias to the layer above
met1	6.00	664	157
met5	0	0	-
met3	1.93	150	0
met2	4.17	391	19
met4	0	0	0
li1	-	-	164
## cell usage in the layout (no fill, tap or decap)
cell	count
and4bb_1	4
nor4_4	1
nor4b_4	4
buf_12	4
and4bb_2	2
buf_6	6
buf_8	9
and4b_1	4
clkbuf_2	1
and4_1	1
buf_16	1
buf_4	3
buf_2	15
## layout make-up
cell class	count	area (sq um)	share of cell area, %
Multi-Input combinational cell	16	240	33.8
Tap cell	46	57.6	8.10
Timing Repair Buffer	39	413	58.1
Power and IR drop assume default switching activity.
